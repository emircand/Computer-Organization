==> design/flow/design.v <==
module next_pc(
    input wire [31:0] pc,
    input wire clock,
    output reg [31:0] nextPC
);
initial begin
	nextPC = 32'b0;
end
always @(posedge clock) begin
    nextPC <= pc; 
end
endmodule
==> design/flow/run.sh <==
#!/bin/bash
# OpenROAD 26Q1-2900-gdf79404cd8, Yosys 0.63+post, stock flow scripts
make -C /OpenROAD-flow-scripts/flow DESIGN_CONFIG=/design/flow/config.mk WORK_HOME=/design/flow/orfs finish
==> design/flow/config.mk <==
export PLATFORM = sky130hd
export DESIGN_NAME = next_pc
export DESIGN_NICKNAME = next_pc
export VERILOG_FILES = /design/flow/design.v
export SDC_FILE = /design/flow/constraint.sdc
export NUM_CORES = 4
export LEC_CHECK = 1
export CORE_AREA = 10 10 80 80
export DIE_AREA = 0 0 90 90
==> design/flow/constraint.sdc <==
current_design next_pc

set clk_period 1.0
set clk_io_pct 0.2

create_clock -name clk0 -period $clk_period [get_ports {clock}]

set non_clock_inputs [all_inputs -no_clocks]
set_input_delay [expr $clk_period * $clk_io_pct] -clock clk0 $non_clock_inputs
set_output_delay [expr $clk_period * $clk_io_pct] -clock clk0 [all_outputs]
==> run summary <==
run results: result of the run=completed, part of the power in registers=around 47%, first-pass GRT wire length=3030 µm, Largest register FFs=32, Gate power share=7.0%, Logic cell area=0 µm², Max Cap Viol=0, clk buf depth=2, crit path launch=nextPC[15], Cell Count Post-Placement=163, Worst Setup End Kind=primary output, port bufs=about 64, Root Driver=clkbuf_8, hold path start=pc[15], initial antenna violation count=1, die width=90 µm, switch share=around 17%, Sequential Area=between 600 and 700 µm², Core Area=around 4700 µm², die height=around 90 µm, Setup-failing EPs final=0, via density per instance=between 2 and 3, Synth area leaders=dfxtp_1, Max-area cell share=~100%, crit path cell chain=clkdlybuf4s15_1, tool warnings=25, num ports=between 60 and 70, power share of the clock group=about 46%, ys cells=32, grt ovf=0, pwr dens=around 2000 nW/µm², most used logic cell in the final layout=clkdlybuf4s50_1, Max VDD drop=1.10 mV, Yosys reg bits=32, period utilization=96.4%, share of cells above drive strength 1=between 20% and 30%, antenna-violating nets left=0, H-tree Lvls=2, die area=a little over 8000 µm², largest net degree at the start of global routing=11, Worst path max stage delay=0.31 ns, clock slew at reported path FFs=~0.07 ns, Routed WL=2060 µm, max-slew violation count=0, sink of the worst hold path=nextPC[15], Fill cells=around 470, Initial Utilization=roughly 14%, Sw Pwr=about 480 µW, DRC=0, Syn Inst Count=32, Tmin final=0.964 ns, crit path kind=reg2out, WHS=0.355 ns, crit path DRT=~0.8 ns, Top reg by flops=nextPC, Yosys chip area=641 µm², post-synthesis cell type count=1, Slew @ Worst Pin=between 0.06 and 0.07 ns, routability cong.=roughly 0.65, CP top delay family=flip-flops, vias in the first global route=about 540, WP buf/inv=1, Cell Area, Synth=between 600 and 700 µm², total negative setup slack=0 ns, Avg Cell Area, Syn=around 20 µm², drt first pass iters=2, Post-synth seq share=approximately 100%, Post-Layout Cell Count=around 170, Final Hold Violating Endpoints=0, post-route core utilization=a little under a third, most frequent cells in the layout=clkdlybuf4s50_1, clkdlybuf4s15_1, dfxtp_1, dfxtp_2, Worst EP arrival=around 0.76 ns, clock sinks=32, Power, Total=2.88 mW, post-CTS setup buffers=0, maximum clock rate=roughly 1000 MHz, Int Power=around 2.4 mW, GRT Overall Usage=4.80%, Synth area leader=dfxtp_1, crit path launch type=register, Area Overhead vs Synth=129%, initial DRC count=3, CTS tree=yes, Slew headroom=95.5%, Logic Gate Count=0, Ys Warns=1, top flop regs=nextPC: 32 flops, CTS Buf Count=5, Critical Path Fanout Max=1, slowest stage cell on the critical path=dfxtp_2, Hold Crit Depth=1, vias=491, wire per inst=12.0 µm, HP Class=in2reg, row cnt=25, leakage=0.603 nW
[Yosys cell counts]
cell type	instances
dfxtp_1	32
[worst max-delay path by stage]
stage | cells after the start | to | slack, ns
finish | 1 | nextPC[15] | 0.04
global route | 1 | nextPC[29] | -0.00005
CTS | 1 | nextPC[30] | 0.01
[per-stage QoR]
step | area, µm² | setup WS, ns
6_report | 1470 | 0.0361
5_1_grt | 1470 | -0.0000487
4_1_cts | 1490 | 0.0105
3_5_place_dp | 1370 | 0.0293
3_3_place_gp | 1370 | 0.0304
2_1_floorplan | 641 | 0.538
[per-layer routing]
| layer | wire length (µm) | vias to the layer above | global-route usage [%] |
|---|---|---|---|
| met5 | 0 | - | 0 |
| met4 | 40 | 0 | 0.796 |
| met3 | 570 | 6 | 6.96 |
| met2 | 689 | 54 | 6.17 |
| met1 | 756 | 191 | 4.25 |
| li1 | - | 240 | - |
[power by group through the flow]
stage,clock [mW],combinational [mW],sequential (mW)
CTS,1.36,0.216,1.36
global route,1.41,0.220,1.37
finish,1.32,0.201,1.36
[layout make-up]
cell class,count,area share (%)
clock buffers,7,6.55
diodes,1,0.170
well taps,67,5.70
clock inverters,1,2.04
repair buffers,64,41.2
flip-flops and latches,32,44.3
[logic make-up (layout without fill, tap and decap cells)]
group        after synthesis  after routing  share of synthesized area (%)
other cells                0              1                              0
buf+inv                    0             72                              0
flops                     32             32                            100
[repair_timing]
| item | CTS | global route |
|---|---|---|
| hold buffers | 0 | 0 |
| setup endpoints to repair | 32 | 14 |
| gates resized | 65 | 15 |
Power and IR drop assume default switching activity.
