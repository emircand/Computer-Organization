==> /design/flow/design.v <==
module nor_operation (
	output [31:0] res, 
	input [31:0] a, b
);
nor nor0 (res[0], a[0], b[0]);
nor nor1 (res[1], a[1], b[1]);
nor nor2 (res[2], a[2], b[2]);
nor nor3 (res[3], a[3], b[3]);
nor nor4 (res[4], a[4], b[4]);
nor nor5 (res[5], a[5], b[5]);
nor nor6 (res[6], a[6], b[6]);
nor nor7 (res[7], a[7], b[7]);
nor nor8 (res[8], a[8], b[8]);
nor nor9 (res[9], a[9], b[9]);
nor nor10 (res[10], a[10], b[10]);
nor nor11 (res[11], a[11], b[11]);
nor nor12 (res[12], a[12], b[12]);
nor nor13 (res[13], a[13], b[13]);
nor nor14 (res[14], a[14], b[14]);
nor nor15 (res[15], a[15], b[15]);
nor nor16 (res[16], a[16], b[16]);
nor nor17 (res[17], a[17], b[17]);
nor nor18 (res[18], a[18], b[18]);
nor nor19 (res[19], a[19], b[19]);
nor nor20 (res[20], a[20], b[20]);
nor nor21 (res[21], a[21], b[21]);
nor nor22 (res[22], a[22], b[22]);
nor nor23 (res[23], a[23], b[23]);
nor nor24 (res[24], a[24], b[24]);
nor nor25 (res[25], a[25], b[25]);
nor nor26 (res[26], a[26], b[26]);
nor nor27 (res[27], a[27], b[27]);
nor nor28 (res[28], a[28], b[28]);
nor nor29 (res[29], a[29], b[29]);
nor nor30 (res[30], a[30], b[30]);
nor nor31 (res[31], a[31], b[31]);
endmodule
module zero_bit_module(
	output zero_bit,
	input [31:0] sub_res
);
wire [31:0] nor_res, and_res;
nor_operation nor_op(
	.a(32'b0),
	.b(sub_res),
	.res(nor_res)
);
assign zero_bit = &nor_res;
endmodule
==> /design/flow/run.sh <==
#!/bin/bash
# OpenROAD 26Q1-2900-gdf79404cd8, Yosys 0.63+post, stock flow scripts
make -C /OpenROAD-flow-scripts/flow DESIGN_CONFIG=/design/flow/config.mk WORK_HOME=/design/flow/orfs finish
==> /design/flow/config.mk <==
export PLATFORM = sky130hd
export DESIGN_NAME = zero_bit_module
export DESIGN_NICKNAME = zero_bit_module
export VERILOG_FILES = /design/flow/design.v
export SDC_FILE = /design/flow/constraint.sdc
export NUM_CORES = 4
export LEC_CHECK = 1
export CORE_AREA = 10 10 70 70
export DIE_AREA = 0 0 80 80
==> /design/flow/constraint.sdc <==
current_design zero_bit_module

set clk_period 1.5
set clk_io_pct 0.2

create_clock -name clk0 -period $clk_period

set non_clock_inputs [all_inputs -no_clocks]
set_input_delay [expr $clk_period * $clk_io_pct] -clock clk0 $non_clock_inputs
set_output_delay [expr $clk_period * $clk_io_pct] -clock clk0 [all_outputs]
==> GITHUB_STEP_SUMMARY <==
## Synthesis and layout report

| Metric | Value |
|---|---|
| Layout filler cell count | 392 |
| Area Growth Syn to Fin | 543% |
| Cell-by-cell listing of the critical path | clkdlybuf4s15_1, nor4_2, nand4_1, nor2_1, buf_2 |
| Global-route met1 utilization | 3.36% |
| Type of the setup path with the least slack | input port to output port |
| Measured slew at the worst slew-check pin | 242 ps |
| Init Core Util | 2.12% |
| Largest delay share family, worst path | simple AND/OR/NAND/NOR gates |
| Fraction of layout cells with a size suffix above 1 | 51.1% |
| Antenna Cells | 0 |
| Post-synthesis cell count from yosys | 11 |
| Number of sequential storage elements | 0 |
| Relative slew margins | 83.7% |
| Warning count from the yosys run | 0 |
| Slowest cell delay on critical path | 280 ps |
| Maximum fanout encountered on the critical timing path | 1 |
| Die span in x | 80 um |
| Drt total wl | 997 um |
| Most frequent cell after synthesis | nor4_1 |
| Min-delay src | sub_res[18] |
| Wire length of the first global-routing pass | 1460 um |
| Depth of the critical timing path with buffers and inverters included | 5 |
| Final global-route overflow total | 0 |
| Number of distinct library cells after synthesis | 4 |
| Floorplan Core Area | 3420 um2 |
| Maximum number of pins on one net before global-route repair | 2 |
| Vert. Die Dim | 80 um |
| Highest Clock Rate | 715 MHz |
| Fraction of met2 tracks used by global routing | 4.41% |
| Number of buffers inserted by port buffering | 33 |
| DP HPWL | 865 um |
| Summed standard-cell area reported by yosys | 72.6 um2 |
| Final number of hold-violating endpoints | 0 |
| Total track usage | 2.75% |
| Final Setup Violations | 0 |
| Number of global-route vias before repair | 291 |
| Category of the worst setup path launch point | input port |
| Crit path DRT | 1200 ps |
| Post-synth area hogs | nor4_1, nand4_1, nor4_2, nor2_1 |
| Arrival time of the worst setup path | 1100 ps |
| Post-route antenna net violation count | 0 |
| Final cycle utilization of the critical path | 93.3% |
| Average detailed-routed wire length per instance | 11.0 um |
| Cell count after synthesis | 11 |
| Antenna violations before repair | 0 |
| Commonest cells in the synthesized netlist | nor4_1, nand4_1, nor2_1, nor4_2 |
| Final weighted congestion of routability-driven global placement | 0.873 |
| FF/Latch Area | 0 um2 |
| Post-Syn Area per Cell | 6.60 um2 |
| Peak-usage layer in the global routing report | met2 |
| Total via count after detailed routing | 250 |
| Endpoint kind of the worst setup timing path | output port |
| Buffer and inverter count on the worst path | 2 |
| Final worst path period need | 1400 ps |
| Final-layout clock buffer total | 0 |
| Syn Std Cell Area | 72.6 um2 |
| Cell at the slowest stage of the critical path | nor4_2 |
| Static Leakage | 0.179 nW |
| Path category of the worst min-delay check | input port to output port |
| Post-placement worst setup slack | -658 ps |
| Global Route met3 Usage | 1.48% |
| Origin of the worst setup path | sub_res[20] |
| Portion of synthesized cell area occupied by the leading cell type | 60.3% |
| Post-CTS setup-driven buffer insertion count | 0 |
| Stage-log warning count | 32 |
| Final number of max-transition violations | 0 |
| Remaining DRCs | 0 |
| Setup ws final | 100 ps |
| Number of placement rows | 21 |
| Number of stages on the worst hold path | 5 |
| Die area | 6400 um2 |
| Hold Crit Endpoint | zero_bit |
| Post-synth seq share | 0% |
| Final total power | 0.0000774 W |
| Number of max-cap violations | 0 |
| Vias per Instance | 2.75 |
| Number of optimization iterations in the first detailed-route pass | 1 |
| Status | finished clean |
| Detailed Route Iter0 Violations | 0 |
| Boundary Pins | 33 |
| Cell taking the most area after synthesis | nor4_1 |
| Worst IR Drop VDD | 42.5 uV |
| Ratio of total power to cell area | 166 nW/um2 |
==> report_power, final <==
| group | internal, W | leakage (nW) | switching (W) |
|---|---|---|---|
| Sequential | 0 | 0 | 0 |
| Clock | 0 | 0 | 0 |
| Combinational | 0.0000517 | 0.179 | 0.0000257 |
| Total | 0.0000517 | 0.179 | 0.0000257 |
==> worst min-delay path: stages <==
cell	delay [ps]
clkbuf_2	80
nor4_2	40
nand4_1	80
nor2_1	40
buf_2	100
==> metrics by stage <==
| step | cells | utilization (%) | TNS (ps) | area, um2 | hold WS [ps] |
|---|---|---|---|---|---|
| after global routing | 91 | 13.7 | -32.7 | 467 | 1020 |
| after detailed placement | 91 | 13.7 | -658 | 468 | 1620 |
| after floorplan | 11 | - | 0 | 72.6 | 696 |
| after CTS | 91 | 13.5 | 0 | 460 | 1050 |
| after global placement | 91 | 13.7 | -687 | 468 | 1590 |
| final | 91 | 13.7 | 0 | 467 | 950 |
==> worst max-delay path by stage <==
stage,end,slack (ps)
global route,zero_bit,-30
finish,zero_bit,100
CTS,zero_bit,1
==> routing by layer <==
metal / share of wire, % / wire [um] / up-vias
li1: - / - / 121
met4: 0 / 0 / 0
met3: 20 / 203 / 0
met2: 35 / 352 / 26
met5: 0 / 0 / -
met1: 44 / 442 / 103
==> timing repair <==
item                       in CTS  in global routing
hold endpoints to repair        0                  0
hold buffers                    0                  0
setup endpoints to repair       1                  1
pin swaps                      11                 11
resized                        48                 36
==> layout by cell type (no fill, tap or decap) <==
master | netlist | routed
clkdlybuf4s15_1 | 0 | 12
dlygate4sd2_1 | 0 | 6
dlymetal6s2s_1 | 0 | 1
buf_4 | 0 | 1
nor4_2 | 1 | 6
nand4_1 | 2 | 2
nor2_1 | 1 | 1
clkbuf_2 | 0 | 11
buf_6 | 0 | 2
nor4_4 | 0 | 2
buf_2 | 0 | 1
==> kinds of logic after synthesis <==
| logic type | Yosys count | synth area share [%] |
|---|---|---|
| AND/OR/NAND/NOR | 11 | 100 |
==> final cells by class <==
class                      count  area, um2  share of cell area [%]
tap                           46       57.6                    12.3
multi-input combinational     11        134                    28.7
timing repair buffer          34        275                    59.0
Power figures rest on the tool's default switching activity, not on a simulated workload.
